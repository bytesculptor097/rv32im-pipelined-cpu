$ cat /design/flow/design.v
module forwarding_unit (
    input  wire [4:0] EX_rs1,
    input  wire [4:0] EX_rs2,
    input  wire [4:0] MEM_rd,
    input  wire       MEM_regwrite,
    input  wire [4:0] WB_rd,
    input  wire       WB_regwrite,
    output reg  [1:0] forwardA,
    output reg  [1:0] forwardB
);
always @(*) begin
  forwardA = 2'b00;
  forwardB = 2'b00;
  if (MEM_regwrite && (MEM_rd != 0) && (MEM_rd == EX_rs1))
    forwardA = 2'b10;
  else if (WB_regwrite && (WB_rd != 0) && (WB_rd == EX_rs1))
    forwardA = 2'b01;
  if (MEM_regwrite && (MEM_rd != 0) && (MEM_rd == EX_rs2))
    forwardB = 2'b10;
  else if (WB_regwrite && (WB_rd != 0) && (WB_rd == EX_rs2))
    forwardB = 2'b01;
end
endmodule
$ cat /design/flow/run.sh
#!/bin/bash
# OpenROAD 26Q1-2900-gdf79404cd8, Yosys 0.63+post, stock flow scripts
make -C /OpenROAD-flow-scripts/flow DESIGN_CONFIG=/design/flow/config.mk WORK_HOME=/design/flow/orfs finish
$ cat /design/flow/config.mk
export PLATFORM = sky130hd
export DESIGN_NAME = forwarding_unit
export DESIGN_NICKNAME = forwarding_unit
export VERILOG_FILES = /design/flow/design.v
export SDC_FILE = /design/flow/constraint.sdc
export NUM_CORES = 4
export LEC_CHECK = 1
export CORE_AREA = 10 10 70 70
export DIE_AREA = 0 0 80 80
$ cat /design/flow/constraint.sdc
current_design forwarding_unit

set clk_period 1.8
set clk_io_pct 0.2

create_clock -name clk0 -period $clk_period

set non_clock_inputs [all_inputs -no_clocks]
set_input_delay [expr $clk_period * $clk_io_pct] -clock clk0 $non_clock_inputs
set_output_delay [expr $clk_period * $clk_io_pct] -clock clk0 [all_outputs]
==> flow report <==
STA
-------------------------------------------------------------------------------------------------
Worst rel slew slack ...............................................................        0.834
Worst-margin pin slew ..............................................................     0.247 ns
Setup violation total in the final timing report ...................................            4
Max-slew violation count ...........................................................            0
Unrepaired setup endpoints after global routing ....................................         true
Final Worst Setup Slack ............................................................    -0.192 ns
Upper clock frequency limit ........................................................    0.502 GHz
Number of endpoints with negative hold slack in the final report ...................            0
Setup total negative slack .........................................................    -0.506 ns
Final cycle utilization of the critical path .......................................         1.11
Final critical path time including I/O delays and setup ............................      1.99 ns

ROUTING
-------------------------------------------------------------------------------------------------
Number of DRC violations after detailed routing ....................................            0
Via count ..........................................................................          383
Final Routed Wirelength ............................................................      1.36 mm
First-iteration detailed-routing DRC count .........................................            8
Pre-antenna DRT Iters ..............................................................            3
WL/cell ............................................................................      11.5 um
Vias per inst ......................................................................         3.25
Number of nets with antenna violations after detailed routing ......................            0
Antenna diode count ................................................................            0

CRITICAL PATH
-------------------------------------------------------------------------------------------------
Nature of the critical path startpoint .............................................    input pin
Crit path max fanout ...............................................................            2
Kind of end point of the critical path ............................................. primary output
Critical Path RT ...................................................................      1.44 ns
Type of the setup path with the least slack ........................................ input pin to primary output
Data arrival at the endpoint of the critical path ..................................      1.63 ns

LOGIC SYNTHESIS
-------------------------------------------------------------------------------------------------
Area fraction of the dominant cell type after synthesis ............................        0.544
Cells taking the most area after synthesis ......................................... sky130_fd_sc_hd__xnor2_1, sky130_fd_sc_hd__xor2_1, sky130_fd_sc_hd__nor4_1
Part of the Yosys area used for sequential elements ................................            0
Avg Synthesized Cell Area ..........................................................    7.58 um^2
Ranking of synthesized cells by instance count ..................................... sky130_fd_sc_hd__xnor2_1, sky130_fd_sc_hd__nor4_1, sky130_fd_sc_hd__xor2_1
Synthesis area per yosys ...........................................................     258 um^2
Tally of yosys warning messages ....................................................            1
Total standard cell area after synthesis ...........................................     258 um^2
Synthesized instance count .........................................................           34
Number of distinct library cell variants in the gate-level netlist after synthesis .            9
Yosys stat cell total ..............................................................           34
Dominant cell type by area after synthesis ......................................... sky130_fd_sc_hd__xnor2_1
Most common cell in the synthesized netlist ........................................ sky130_fd_sc_hd__xnor2_1

FINISH
-------------------------------------------------------------------------------------------------
FF+latch area ......................................................................       0 um^2
Seq cells ..........................................................................            0
Core occupancy in the finished layout ..............................................        0.216
Ratio of cells with drive above 1 in the final layout ..............................        0.444
Cell Count, Final, Fillers Out .....................................................          118
Tally of filler cells in the layout ................................................          373
Area Overhead vs Synth .............................................................         187%
Clock buffers ......................................................................            0

GRT
-------------------------------------------------------------------------------------------------
Grt met3 use .......................................................................       0.0341
Met1 global-route usage ............................................................       0.0733
Via count of the first global-routing pass .........................................          421
GRT busiest layer ..................................................................         met1
Met2 Track Usage GR ................................................................       0.0321
Wire length of the first global-routing pass .......................................      2.16 mm
Overall track demand over capacity in global routing ...............................       0.0418
Pin count of the biggest net entering global routing ...............................            4
Total global routing overflow ......................................................            0
Antenna violations before repair ...................................................            0

FLOORPLANNING
-------------------------------------------------------------------------------------------------
Width of the die ...................................................................        80 um
Core Rows ..........................................................................           21
Area enclosed by the die boundary ..................................................    6400 um^2
Number of top-level pins ...........................................................           26
Initial cell density of the core ...................................................       0.0755
Die Ht .............................................................................        80 um
Core ar. ...........................................................................    3420 um^2

PLACE
-------------------------------------------------------------------------------------------------
DP Worst Slack .....................................................................    -0.986 ns
Placed wire-length estimate after detailed placement ...............................      1.18 mm
Placer's final routability congestion estimate .....................................        0.818
Total of buffers placed on input and output ports ..................................           26
Placed instance count ..............................................................          118

POWER
-------------------------------------------------------------------------------------------------
Final Power ........................................................................     0.151 mW
Power density cells ................................................................  205 nW/um^2
Standby leakage power ..............................................................     0.300 nW
Max IR drop VDD ....................................................................  0.0000888 V

FLOW RUN
-------------------------------------------------------------------------------------------------
Number of maximum-capacitance constraint violations ................................            0
Stage-log warning count ............................................................           34

STATUS
-------------------------------------------------------------------------------------------------
Violated checks .................................................................... setup timing
Status ............................................................................. finished with violations

HOLD PATH
-------------------------------------------------------------------------------------------------
Hold Path Depth ....................................................................            5
Worst hold path class .............................................................. input pin to primary output
Source of the worst hold timing path ...............................................    EX_rs1[1]
Min-Delay Endpoint .................................................................  forwardA[0]

CLOCK TREE
-------------------------------------------------------------------------------------------------
Hold Buf Count CTS .................................................................            0

==> layout make-up <==
type,instances,area (um^2),share of cell area
multi-input combinational,34,350,0.474
tap,46,57.6,0.0778
timing repair buffer,38,332,0.448
==> worst max-delay path, cell delays in order <==
cell and delay (ns):
sky130_fd_sc_hd__clkdlybuf4s50_1 0.44, sky130_fd_sc_hd__or4_4 0.54, sky130_fd_sc_hd__nor2_4 0.11, sky130_fd_sc_hd__nor4_2 0.06, sky130_fd_sc_hd__buf_2 0.12
==> kinds of logic (layout without fill, tap and decap cells) <==
family,count (synthesis),count (layout),synth area share
xor gates and xnor gates,20,20,0.680
AOI/OAI and AO/OA,1,1,0.0340
buffers and inverters,0,38,0
and+or+nand+nor,13,13,0.286
==> what timing repair did <==
action	CTS	global route
gates resized	54	8
buffers inserted	0	1
endpoints found under the setup margin	4	4
pin swaps	9	4
gates cloned	0	0
==> worst max path at each step <==
stage,to,cells past startpoint,start,slack (ns)
final,forwardA[0],5,WB_rd[2],-0.19
after CTS,forwardA[0],6,MEM_rd[3],-0.22
after global routing,forwardB[0],6,MEM_rd[3],-0.27
==> metrics by stage <==
| step | hold slack (ns) | cell area [um^2] |
|---|---|---|
| finish | 1.17 | 739 |
| detailed placement | 1.71 | 666 |
| global route | 1.22 | 739 |
| global placement | 1.73 | 666 |
| CTS | 1.26 | 716 |
| floorplan | 0.793 | 258 |
==> layer usage <==
metal  wire, um  part of all wire
met1        803              0.59
met3        273              0.20
met2        277              0.20
met5          0                 0
met4          0                 0
==> cells in the final DEF (no fill, tap or decap) <==
cell type | netlist | routed
sky130_fd_sc_hd__nor4_4 | 0 | 2
sky130_fd_sc_hd__clkdlybuf4s15_1 | 0 | 1
sky130_fd_sc_hd__buf_4 | 0 | 11
sky130_fd_sc_hd__nand2_1 | 2 | 2
sky130_fd_sc_hd__nor4_2 | 0 | 2
sky130_fd_sc_hd__dlygate4sd2_1 | 0 | 10
sky130_fd_sc_hd__buf_6 | 0 | 5
sky130_fd_sc_hd__nand4_1 | 2 | 2
sky130_fd_sc_hd__or4_4 | 0 | 2
sky130_fd_sc_hd__xnor2_2 | 0 | 3
sky130_fd_sc_hd__clkdlybuf4s50_1 | 0 | 5
sky130_fd_sc_hd__xnor2_1 | 16 | 13
sky130_fd_sc_hd__o21ai_4 | 0 | 1
sky130_fd_sc_hd__xor2_1 | 4 | 4
sky130_fd_sc_hd__dlymetal6s2s_1 | 0 | 2
sky130_fd_sc_hd__buf_2 | 0 | 4
sky130_fd_sc_hd__nand3_2 | 0 | 1
sky130_fd_sc_hd__nor2_4 | 0 | 1
sky130_fd_sc_hd__nand3_1 | 2 | 1
==> where the power goes <==
| part | switching, mW | internal (mW) | total (mW) |
|---|---|---|---|
| Combinational | 0.0641 | 0.0872 | 0.151 |
| Sequential | 0 | 0 | 0 |
| Clock | 0 | 0 | 0 |
| Total | 0.0641 | 0.0872 | 0.151 |
Power figures rest on the tool's default switching activity, not on a simulated workload.
