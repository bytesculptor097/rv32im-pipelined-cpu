### flow/config.mk
export PLATFORM = sky130hd
export DESIGN_NAME = hazard_detection_unit
export DESIGN_NICKNAME = hazard_detection_unit
export VERILOG_FILES = /design/flow/design.v
export SDC_FILE = /design/flow/constraint.sdc
export NUM_CORES = 4
export LEC_CHECK = 1
export CORE_AREA = 10 10 70 70
export DIE_AREA = 0 0 80 80
### flow/constraint.sdc
current_design hazard_detection_unit

set clk_period 1.8
set clk_io_pct 0.2

create_clock -name clk0 -period $clk_period

set non_clock_inputs [all_inputs -no_clocks]
set_input_delay [expr $clk_period * $clk_io_pct] -clock clk0 $non_clock_inputs
set_output_delay [expr $clk_period * $clk_io_pct] -clock clk0 [all_outputs]
### flow/design.v
module hazard_detection_unit (
    input wire [4:0] ID_rs1,  
    input wire [4:0] ID_rs2,  
    input wire [4:0] EX_rd,   
    input wire       EX_memRead,
    output reg       stall
);
always @(*) begin
    if (EX_memRead &&
       ((EX_rd == ID_rs1) || (EX_rd == ID_rs2)) &&
       (EX_rd != 0)) begin
        stall = 1;
    end else begin
        stall = 0;
    end
end
endmodule
### flow/run.sh
#!/bin/bash
# OpenROAD 26Q1-2900-gdf79404cd8, Yosys 0.63+post, stock flow scripts
make -C /OpenROAD-flow-scripts/flow DESIGN_CONFIG=/design/flow/config.mk WORK_HOME=/design/flow/orfs finish
==> flow_summary_export.csv <==
group,metric,value,unit
final_layout,num-clock-buffers,0,
die,initial_utilization,3.66,%
global_route,grt_max_degree,4,
critical_path,worst_ep_required_time,1.44,ns
flow_run,tool_warnings,32,
critical_path,startpoint_type,"primary input",
synth,synth_area,125,um^2
placement,gp_congestion,0.815,
final_layout,final_util,10.7,%
global_route,grt_overflow,0,
global_route,track_usage,1.94,%
sta,hold_violations,0,
route,wirelength,693,um
power,p_leak,0.155,nW
synth,synth_seq_share,0,%
synth,ys_sh_mux,0,%
sta,max_freq,569,MHz
final_layout,drive_gt1_share,18.4,%
critical_path,crit_path_end_kind,"primary output",
route,n_antenna_cell,0,
critical_path,path_buffers,2,
critical_path,path_cells,"clkdlybuf4s15_1, or4_1, o21ai_1, a21oi_1, buf_2",
synth,synthAoiAreaFrac,8.00,%
route,drt_iter0_drc,0,
sta,max_slew.worst_pin.slew,0.168,ns
min_path,min_path_type,"primary input to primary output",
clocking,cts_hold_buffers,0,
die,pin_count,17,
route,avgViaCountPerCell,2.32,
global_route,grt_pass1_vias,201,
synth,synthCells,17,
synth,ys_types,7,
route,drc_errors,0,
synth,ys_chip_area,125,um^2
sta,slew_viol_final,0,
die,die-area,0.00640,mm^2
final_layout,fill_cells,407,
outcome,status,"finished, final reports clean",
route,num_vias,195,
placement,hpwl,605,um
placement,portBuffers,17,
route,drtPass1Iterations,1,
global_route,grt_first_pass_wirelength,1010,um
final_layout,layoutNonFillerInstCount,84,
die,core-area,0.00342,mm^2
critical_path,crit_family,"simple AND/OR/NAND/NOR gates",
critical_path,slowest_stage,"or4_1",
die,die-width,80,um
sta,setup_slack,0.0425,ns
synth,synth.comb.largest_family,"XOR/XNOR gates",
sta,min_period,1.76,ns
route,post_drt_wl_per_cell,8.25,um
die,die.size.y,80,um
sta,slew_headroom,88.7,%
final_layout,logic_area,125,um^2
sta,setup_viol,0,
synth,ys_warn_count,1,
critical_path,crit_type,"primary input to primary output",
sta,period_used_share,97.6,%
power,max-vdd-ir-drop,0.0163,mV
placement,dp_cells,84,
synth,synthSimpleGateAreaFrac,22.0,%
critical_path,crit_fanout,3,
synth,syn_area_per_cell,7.36,um^2
route,route.antenna.remaining_nets,0,
synth,ys_sh_adder,0,%
synth,xor_share,70.0,%
power,cellPowerDensity,173,mW/mm^2
final_layout,seq_cell_count,0,
synth,ys_cells,17,
critical_path,critPathMaxStageDelay,0.52,ns
final_layout,areaGrowthSynthToFinish,192,%
placement,dpl_worst_slack,-0.501,ns
final_layout,layout.area.seq,0,um^2
critical_path,worstPathArrival,1.40,ns
global_route,antenna_found_initial,0,
flow_run,maxCapViolations,0,
die,num_rows,21,
[power by group]
part	total (W)	internal, W	switching, W
combinational	0.0000630	0.0000414	0.0000217
clock	0	0	0
sequential	0	0	0
total	0.0000630	0.0000414	0.0000217
[placed cells by master (no fill, tap or decap), drive strengths merged]
cell	netlist	layout
or4	1	1
buf	0	5
nor3	2	2
dlymetal6s2s	0	2
a21oi	1	1
o21ai	1	1
xnor2	4	4
clkdlybuf4s15	0	1
xor2	6	6
nand3	2	2
clkdlybuf4s50	0	5
clkbuf	0	2
dlygate4sd2	0	6
[worst paths after layout]
path	from	endpoint	slack [ns]	depth (start not counted)
min	EX_rd[1]	stall	1.22	5
max	EX_rd[3]	stall	0.04	5
[logic make-up after synthesis]
logic type / after synthesis
xor+xnor: 10
compound gates: 2
simple gates: 5
[Yosys cell counts (all sizes together)]
cell type | count | area [um^2]
or4 | 1 | 7.51
xnor2 | 4 | 35.0
nor3 | 2 | 10.0
a21oi | 1 | 5.00
xor2 | 6 | 52.6
nand3 | 2 | 10.0
o21ai | 1 | 5.00
[layer usage]
layer,vias to the layer above,GRT usage (%),part of all wire (%)
li1,101,-,-
met3,0,0.682,13
met1,81,2.70,46
met5,-,0,0
met4,0,0,0
met2,13,2.97,41
[through the flow]
step | cell area (um^2) | setup TNS (ns) | hold slack, ns | total power [W]
after floorplan | 125 | 0 | 0.795 | 0.0000200
after global placement | 383 | -0.491 | 1.63 | 0.0000714
after detailed placement | 383 | -0.501 | 1.64 | 0.0000723
after CTS | 367 | 0 | 1.29 | 0.0000652
after global routing | 365 | -0.0227 | 1.29 | 0.0000696
final | 365 | 0 | 1.22 | 0.0000630
[tightest hold or removal path: stages]
cell and delay (ns):
clkbuf_2 0.11, or4_1 0.11, o21ai_1 0.06, a21oi_1 0.10
buf_2 0.11
[cell type report]
| class | count | area share (%) |
|---|---|---|
| repair buffers | 21 | 50.0 |
| well taps | 46 | 15.8 |
| multi-input cells | 17 | 34.2 |
[what timing repair did]
action	4_1_cts	5_1_grt
endpoints found under the setup margin	1	1
gates resized	12	7
pin swaps	5	7
setup buffers	0	0
Power is estimated from default activity; no workload was simulated.
